<file path="./design.v">
module ALU(input [15:0] val_A, input [15:0] val_B, input [1:0] ALU_op, output [15:0] ALU_out, 
            output N, output V, output Z);
    reg [15:0] ALU_out1, result;
    reg Z1, V1, N1;
    assign V = V1;
    assign N = N1;
  	assign ALU_out = ALU_out1;
	assign Z = Z1;
  always @(*) begin
    case (ALU_op) 
        2'b00: result = val_A + val_B; 
        2'b01: result = val_A - val_B;
        2'b10: result = val_A & val_B;
        2'b11: result = ~val_B;
        default: result = 16'bxxxxxxxxxxxxxxxx;
    endcase
    ALU_out1 = result;
    if (ALU_out1[15] == 1'd1) begin
        N1 = 1'b1;
    end else begin
        N1 = 1'b0;
    end
    if (val_A[15] == 1'd0 & val_B[15] == 1'd1 & result[15] == 1'd1 )
        V1 = 1'b1;
    else if (val_A[15] == 1'd1 & val_B[15] == 1'd0 & result[15] == 1'd0)
        V1 = 1'b1;
    else V1 = 1'b0;
    if (ALU_out1 == 16'd0) begin
        Z1 = 1'b1;
    end else begin
        Z1 = 1'b0;
    end
end
endmodule: ALU
module controller(input clk, input rst_n, input start,
                  input [2:0] opcode, input [1:0] ALU_op, input [1:0] shift_op,
                  input Z, input N, input V,
                  output waiting,
                  output [1:0] reg_sel, output [1:0] wb_sel, output w_en,
                  output en_A, output en_B, output en_C, output en_status,
                  output sel_A, output sel_B);
  reg [3:0] state;
  reg [1:0] reg_sel1;
  assign reg_sel = reg_sel1;
  reg [1:0] wb_sel1;
  assign wb_sel = wb_sel1;
  reg waiting1, w_en1, en_A1, en_B1, en_C1, en_status1, sel_A1, sel_B1;
  assign waiting = waiting1;
  assign w_en = w_en1;
  assign en_A = en_A1;
  assign en_B = en_B1;
  assign en_C = en_C1;
  assign en_status = en_status1;
  assign sel_A = sel_A1;
  assign sel_B = sel_B1;
  assign w_en = w_en1;
  always @(posedge clk) begin
    if(rst_n == 1'b1) begin
      state = 4'b0000;
    end else begin
       case(state) 
        4'b0000:  if (start == 1'b1) begin 
                  state = 4'b0001;
                end else begin
                  state = 4'b0000; 
                end
        4'b0001:    if (opcode == 3'b110) begin
                                if (ALU_op == 2'b10) begin
                                    state = 4'b0010; 
                                end else if (ALU_op == 2'b00) begin
                                    state = 4'b0100; 
                                end
                            end else if (opcode == 3'b101) begin
                                if (ALU_op !== 2'b11) begin
                                    state = 4'b0011; 
                                end else begin
                                    state = 4'b0100; 
                                end
                            end
                4'b0010:    state = 4'b0000;
                4'b0011:      state = 4'b0100; 
                4'b0100:      if (opcode == 3'b101) begin
                                state = 4'b0101; 
                            end else begin
                                state = 4'b0110; 
                            end
                4'b0101:       if (ALU_op !== 2'b01) begin
							                state = 4'b0111; 
                            end else begin
							                state = 4'b0000;
                            end
                4'b0110:    state = 4'b0111; 
                4'b0111:     state = 4'b0000; 
                default:    state = 4'bxxxx;
            endcase
        end
        case (state)
            4'b0000:      begin
                            if (start == 1'b1) begin
                                waiting1 = 1'b0;
                            end else begin
                                waiting1 = 1'b1;  
                            end
                            reg_sel1 = 2'b00;
                            en_A1 = 1'b0;
                            en_B1 = 1'b0;
                            en_C1 = 1'b0;
                            en_status1 = 1'b0;
                            sel_A1 = 1'b0;
                            sel_B1 = 1'b0;
                            wb_sel1 = 2'b01;
                            w_en1 = 1'b0;
                        end
            4'b0001:    begin
                            waiting1 = 1'b0; 
                            reg_sel1 = 2'b00;
                            en_A1 = 1'b0;
                            en_B1 = 1'b0;
                            en_C1 = 1'b0;
                            en_status1 = 1'b0;
                            sel_A1 = 1'b0;
                            sel_B1 = 1'b0;
                            wb_sel1 = 2'b01;
                            w_en1 = 1'b0;
                        end
            4'b0010:    begin
                            waiting1 = 1'b0; 
                            reg_sel1 = 2'b01; 
                            en_A1 = 1'b0;
                            en_B1 = 1'b0;
                            en_C1 = 1'b0;
                            en_status1 = 1'b0;
                            sel_A1 = 1'b0;
                            sel_B1 = 1'b0;
                            wb_sel1 = 2'b10; 
                            w_en1 = 1'b1; 
                        end
            4'b0011:      begin
                            waiting1 = 1'b0; 
                            reg_sel1 = 2'b10; 
                            en_A1 = 1'b1; 
                            en_B1 = 1'b0;
                            en_C1 = 1'b0;
                            en_status1 = 1'b0;
                            sel_A1 = 1'b0;
                            sel_B1 = 1'b0;
                            wb_sel1 = 2'b01;
                            w_en1 = 1'b0;
                        end
            4'b0100:      begin
                            waiting1 = 1'b0; 
                            reg_sel1 = 2'b00; 
                            en_A1 = 1'b0;
                            en_B1 = 1'b1; 
                            en_C1 = 1'b0;
                            en_status1 = 1'b0;
                            sel_A1 = 1'b0;
                            sel_B1 = 1'b0;
                            wb_sel1 = 2'b01;
                            w_en1 = 1'b0;
                        end
            4'b0101:       begin
                            waiting1 = 1'b0; 
                            reg_sel1 = 2'b00;
                            en_A1 = 1'b0;
                            en_B1 = 1'b0;
                            if (ALU_op == 2'b01) begin
                                en_status1 = 1'b1; 
								                en_C1 = 1'b0;
                            end else begin
                                en_status1 = 1'b0; 
								                en_C1 = 1'b1; 
                            end
                            sel_A1 = 1'b0;
                            sel_B1 = 1'b0;
                            wb_sel1 = 2'b01;
                            w_en1 = 1'b0;
                        end
            4'b0110:    begin
                            waiting1 = 1'b0;
                            reg_sel1 = 2'b00;
                            en_A1 = 1'b0;
                            en_B1 = 1'b0;
                            en_C1 = 1'b1;
                            en_status1 = 1'b0;
                            sel_A1 = 1'b1; 
                            sel_B1 = 1'b0;
                            wb_sel1 = 2'b01;
                            w_en1 = 1'b0;
                        end
            4'b0111:     begin
                            waiting1 = 1'b0; 
                            reg_sel1 = 3'b01; 
                            en_A1 = 1'b0;
                            en_B1 = 1'b0;
                            en_C1 = 1'b1; 
                            en_status1 = 1'b0;
                            sel_A1 = 1'b0;
                            sel_B1 = 1'b0;
                            wb_sel1 = 2'b01; 
                            w_en1 = 1'b1;
                        end
            default:    begin
                            waiting1 = 1'bx;
                            reg_sel1 = 3'bxxx;
                            en_A1 = 1'bx;
                            en_B1 = 1'bx;
                            en_C1 = 1'bx;
                            en_status1 = 1'bx;
                            sel_A1 = 1'bx;
                            sel_B1 = 1'bx;
                            wb_sel1 = 4'bxxxx;
                            w_en1 = 1'bx;
                        end
        endcase
    end
endmodule: controller
module cpu(input clk, input rst_n, input load, input start, input [15:0] instr,
           output waiting, output [15:0] out, output N, output V, output Z);
    wire [15:0] regOut, sximm5, sximm8, mdata;
    wire [7:0] pc;
    assign mdata = 16'd0;
    assign pc = 8'd0;
    wire [1:0] reg_sel, ALU_op, shift_op, wb_sel;
    wire [2:0] opcode, r_addr, w_addr;
    wire w_en, en_A, en_B, en_C, en_status, sel_A, sel_B;
    vDFF #(16) instruction_reg(.clk(clk), .en(load), .w_data(instr), .ALU_out(regOut));
    idecoder decoder(.ir(regOut), .reg_sel(reg_sel), .opcode(opcode), .ALU_op(ALU_op), .shift_op(shift_op),
                      .sximm5(sximm5), .sximm8(sximm8), .r_addr(r_addr), .w_addr(w_addr));
    controller control(.clk(clk), .rst_n(rst_n), .start(start), .opcode(opcode), .ALU_op(ALU_op), 
                          .shift_op(shift_op), .Z(Z), .N(N), .V(V), .waiting(waiting), .reg_sel(reg_sel),
                            .wb_sel(wb_sel), .w_en(w_en), .en_A(en_A), .en_B(en_B), .en_C(en_C), 
                              .en_status(en_status), .sel_A(sel_A), .sel_B(sel_B));
    datapath data(.clk(clk), .mdata(mdata), .pc(pc), .wb_sel(wb_sel), .w_addr(w_addr), .w_en(w_en), .r_addr(r_addr),
                    .en_A(en_A), .en_B(en_B), .shift_op(shift_op), .sel_A(sel_A), .sel_B(sel_B), .ALU_op(ALU_op),
                      .en_C(en_C), .en_status(en_status), .sximm8(sximm8), .sximm5(sximm5), .datapath_out(out), 
                        .Z_out(Z), .N_out(N), .V_out(V));
endmodule: cpu
module muxx(input [1:0] wb_sel, input [15:0] mdata, input [15:0] sximm8, input [15:0] pc, input [15:0] C, output [15:0] w_data);
	reg [1:0] wb_sel1;
	assign wb_sel1 = wb_sel;
	reg [15:0] w_data1;
	assign w_data = w_data1;
		always @(*) begin
			case(wb_sel)
				2'b11: w_data1 = mdata;
				2'b10: w_data1 = sximm8;
				2'b01: w_data1 = pc;
				2'b00: w_data1 = C;
				default:;
			endcase
		end
endmodule: muxx
module vDFF #(parameter n = 1) (input clk, input en, input [n - 1: 0] w_data, output [n - 1: 0] ALU_out);
	reg [n - 1: 0] ALU_out1;
	assign ALU_out = ALU_out1;
        always @(posedge clk) 
            begin
                if(en==1'b1)
                    ALU_out1 <= w_data;
                else 
                    ALU_out1 <= 1'b0; 
            end 
 endmodule: vDFF
module datapath(input clk, input [15:0] mdata, input [7:0] pc, input [1:0] wb_sel,
                input [2:0] w_addr, input w_en, input [2:0] r_addr, input en_A,
                input en_B, input [1:0] shift_op, input sel_A, input sel_B,
                input [1:0] ALU_op, input en_C, input en_status,
								input [15:0] sximm8, input [15:0] sximm5,
                output [15:0] datapath_out, output Z_out, output N_out, output V_out);
		wire ZZ, VV, NN;
    wire [15:0] w_data, r_data, out_a, out_b, sout, val_A, val_B, ALUout;
		reg [15:0] datapath_out1;
		assign datapath_out = datapath_out1;
		wire [2:0] Z_out1;
		wire [2:0] flag;
    regfile REGFILE(.w_data(w_data), .w_addr(w_addr), .w_en(w_en), .r_addr(r_addr), .clk(clk), .r_data(r_data));
    vDFF #(16) regA(.clk(clk),.en(en_A), .w_data(r_data),.ALU_out(out_a));
    vDFF #(16) regB(.clk(clk), .en(en_B), .w_data(r_data), .ALU_out(out_b));
    shifter shifted(.shift_in(out_b), .shift_op(shift_op),.shift_out(sout));
    assign val_B = sel_B ? sximm5 : sout;
    assign val_A = sel_A ? 16'b0000000000000000 : out_a;
    ALU alu(.val_A(val_A), .val_B(val_B), .ALU_op(ALU_op), .ALU_out(ALUout), .N(NN), .V(VV), .Z(ZZ));
		assign flag = {ZZ, NN, VV};
    vDFF #(16) regC(.clk(clk), .en(en_C), .w_data(ALUout), .ALU_out(datapath_out1));
    vDFF #(3) status(.clk(clk), .en(en_status), .w_data(flag), .ALU_out(Z_out1));
		assign Z_out = Z_out1[2];
		assign N_out = Z_out1[1];
		assign V_out = Z_out1[0];
    muxx mux3(.wb_sel(wb_sel), .mdata(mdata), .sximm8(sximm8), .pc({8'b00000000, pc}), .C(datapath_out1), .w_data(w_data));
endmodule: datapath
module idecoder(input [15:0] ir, input [1:0] reg_sel,
                output [2:0] opcode, output [1:0] ALU_op, output [1:0] shift_op,
		output [15:0] sximm5, output [15:0] sximm8,
                output [2:0] r_addr, output [2:0] w_addr);
        wire [2:0] Rn, Rd, Rm;
        wire [4:0] imm5;
        wire [7:0] imm8;
        assign opcode = ir[15:13];
        assign ALU_op = ir[12:11];
        assign shift_op = ir[4:3];
        assign Rn = ir[10:8];
        assign Rd = ir[7:5];
        assign Rm = ir[2:0];
        assign imm5 = ir[4:0];
        assign imm8 = ir[7:0];
        signExtend sExt(.imm8(imm8), .imm5(imm5), .sximm8(sximm8), .sximm5(sximm5));
        mux mux3(.rn(Rn), .rd(Rd), .rm(Rm), .nsel(reg_sel), .readnum(r_addr), .writenum(w_addr));
endmodule: idecoder
module signExtend(input [7:0] imm8, input [4:0] imm5, output [15:0] sximm5, output [15:0] sximm8);
        reg [15:0] sximm81, sximm51;
        assign sximm8 = sximm81;
        assign sximm5 = sximm51;
        always @(*) begin 
                if (imm8[7] == 1) begin
                        sximm81 = {8'b11111111, imm8};
                end else begin
                        sximm81 = {8'b00000000, imm8};
                end
                if (imm5[4] == 1) begin
                        sximm51 = {11'b11111111111, imm5};
                end else begin
                        sximm51 = {11'b00000000000, imm5};
                end
        end
endmodule: signExtend
module mux(rn, rd, rm, nsel, readnum, writenum);
    parameter n = 3;
    input [n-1:0] rn, rd, rm;
    input [1:0] nsel;
    output [n-1:0] readnum, writenum;
    reg [n-1:0] readnum1, writenum1;
    assign readnum = readnum1;
    assign writenum = writenum1;
    always @(*) begin
        case (nsel)
            2'b10: begin
                readnum1 = rn;
                writenum1 = rn;
            end
            2'b01: begin
                readnum1 = rd;
                writenum1 = rd;
            end
            2'b00: begin
                readnum1 = rm;
                writenum1 = rm;
            end
            default: begin
                readnum1 = 2'bxx;
                writenum1 = 2'bxx;
            end
        endcase
    end
endmodule: mux
module regfile(input [15:0] w_data, input [2:0] w_addr, input w_en, input [2:0] r_addr, input clk, output [15:0] r_data);
  reg [15:0] m[0:7];
  assign r_data = m[r_addr];
  always_ff @(posedge clk) if (w_en) m[w_addr] <= w_data;
endmodule: regfile
module shifter(input [15:0] shift_in, input [1:0] shift_op, output reg [15:0] shift_out);
  reg [15:0] result;
  reg [15:0] sout;
  assign shift_out = sout;
  always @(*) begin
    case (shift_op)
        2'b00: result = shift_in;
        2'b01: result = {shift_in[14:0], 1'b0};
        2'b10: result = {1'b0, shift_in[15:1]};
        2'b11: result = {shift_in[15], shift_in[15:1]};
        default: result = 16'bxxxxxxxxxxxxxxxx;
    endcase
    sout = result;
end
endmodule: shifter
</file>
<file path="./run.sh">
#!/bin/bash
# OpenROAD 26Q1-2900-gdf79404cd8, Yosys 0.63+post, stock flow scripts
make -C /OpenROAD-flow-scripts/flow DESIGN_CONFIG=/design/flow/config.mk WORK_HOME=/design/flow/orfs finish
</file>
<file path="./config.mk">
export PLATFORM = sky130hd
export DESIGN_NAME = cpu
export DESIGN_NICKNAME = cpu
export VERILOG_FILES = /design/flow/design.v
export SDC_FILE = /design/flow/constraint.sdc
export NUM_CORES = 4
export LEC_CHECK = 1
export CORE_UTILIZATION = 40
</file>
<file path="./constraint.sdc">
current_design cpu

set clk_period 9.2
set clk_io_pct 0.2

create_clock -name clk0 -period $clk_period [get_ports {clk}]

set non_clock_inputs [all_inputs -no_clocks]
set_input_delay [expr $clk_period * $clk_io_pct] -clock clk0 $non_clock_inputs
set_output_delay [expr $clk_period * $clk_io_pct] -clock clk0 [all_outputs]
</file>
==> out/metrics.cfg <==
[critical_path]
cp-start-kind = flip-flop
critical_path_class = reg -> reg
crit_slowest_cell = dfxtp_1
cp_num_buf_inv = 0
cpLargestDelayFamily = simple AND/OR/NAND/NOR gates
cp-end-kind = flip-flop
crit_chain = mux2i_1, nor2_1, a21oi_1, ha_1, and3_1, and2_1, a21oi_1, xnor2_1, ha_1, nand3_1, nand2_1, or3_1, o21ai_1, o31ai_1, a31oi_2, xnor2_2, or4_1, a31oi_1
cp.required_ns = 9.54
cp_max_fo = 12
cp.arrival_ns = 4.55
cp_slowest_stage_delay_ns = 0.62

[clock_tree]
cts-root-buf = clkbuf_16
clk_latency_ns = 0.41
clock_sinks = 133
clk_pin_slew_worst_paths_ns = 0.06
cts_buffer_depth = 2
numCtsBuffers = 17
cts_setup_buffers = 0
cts_hold_buffers = 0
cts_htree_levels = 4
cts_tree = built
cts_resized = 0

[sta]
fin_worst_skew_ns = 0.0112
fmax_ghz = 0.237
slew_headroom = 0.367
rsz0062_at_grt = false
period_minus_slack_ns = 4.21
maxSlewViolCount = 0
tns_ns = 0
hold_ws_ns = 0.437
setup_violations = 0
finalClockPeriodUsage = 0.458
hold_viol_final = 0
layout_setup_ws_ns = 4.99
worst_pin_slew_ns = 0.942

[placement]
post_dp_cell_area_sq_um = 6700
dp.final_hpwl_um = 8460
place_congestion = 0.839
io_buffers = 39
place_inst = 788
dp_slack_ns = 5.02

[yosys]
top_logic_kind = simple AND/OR/NAND/NOR gates
simple_gate_share = 0.192
syn_avg_cell_area_sq_um = 10.5
yosys.area_share.aoi = 0.142
synth_seq_share = 0.540
ys.flop_type = dfxtp_1
ys_types = 60
syn_area_sq_um = 6110
synth-async-reset-ratio = 0
ys.flops = 133
ys_chip_area_sq_um = 6110
synthMuxAreaShare = 0.0358
ys_sh_adder = 0.0381
synth-xor-area-share = 0.0242
yosysWarnings = 11
syn_inst = 582
edf_count = 64
yosysCellCount = 582

[route]
first_pass_iters = 22
antennaDiodeCount = 0
wl_per_cell_um = 14.7
via_count = 4243
post-route-drc-count = 0
drt-total-wl_um = 12100
ant_nets = 0
avgViaCountPerCell = 5.17
initialDrtViolationCount = 200

[power_and_ir_drop]
p_per_area_nw_per_um2 = 188
leakage_nw = 2.75
worst_ir_drop_vdd_uv = 125
total_power_mw = 1.37

[floorplanning]
fp_util = 0.416
row_count = 44
pin_count = 40
dieWidth_um = 126
chip_area_sq_um = 15800
core_area_sq_um = 14700
fp.dieH_um = 126

[global_route]
antenna_found_initial = 0
grt_max_degree = 36
grt_pass1_wl_um = 20200
grt_pass1_vias = 4116
grt_overflow_total = 0
grt.total_usage = 0.170

[run]
drv_cap = 0
log.warning_count = 26

[finish]
postLayoutCellArea_sq_um = 7270
final_common_cell = dfxtp_1
fin_cells = 820
area_growth_syn_to_layout_pct = 18.8
final_layout_size_suffix_gt1_frac = 0.0865
lay_top_cells = 69 x dfxtp_1, 64 x edfxtp_1, 54 x nand2_1
fin_util = 0.494

[worst_hold_path]
min_path_type = reg -> reg

[run_status]
status = completed

[path summary, 6_finish.rpt]
path | start | endpoint | slack [ns] | cells past startpoint
max | instruction_reg.ALU_out1[3] | data.status.ALU_out1[0] | 4.99 | 18
max reg2reg | instruction_reg.ALU_out1[3] | data.status.ALU_out1[0] | 4.99 | 18
min | control.state[7] | control.state[0] | 0.44 | 2
min reg2reg | control.state[7] | control.state[0] | 0.44 | 2
[Yosys cell counts (4+ instances only)]
cell type / n / area share
clkbuf_1: 24 / 0.015
o21a_1: 6 / 0.0074
a31oi_1: 11 / 0.011
o21ai_1: 4 / 0.0033
dfxtp_1: 69 / 0.23
inv_1: 12 / 0.0074
a211oi_1: 20 / 0.025
nor2b_1: 38 / 0.039
xnor2_1: 8 / 0.011
edfxtp_1: 64 / 0.31
nand3_1: 6 / 0.0049
o21ai_0: 16 / 0.013
a21o_1: 4 / 0.0049
nand2b_1: 13 / 0.013
mux2i_1: 17 / 0.028
nor2_1: 37 / 0.023
xor2_1: 7 / 0.010
and2_1: 38 / 0.039
nand2_1: 54 / 0.033
a311oi_1: 8 / 0.011
a21oi_1: 39 / 0.032
nor3b_1: 4 / 0.0049
ha_1: 17 / 0.035
nor3_1: 11 / 0.0090
[worst min-delay path, cell delays in order (launching register included)]
cell and delay (ns):
dfxtp_1 0.30, a2111oi_0 0.04, o21ai_0 0.06
[logic make-up (layout without fill, tap and decap cells)]
kind of cell / Yosys count / after routing
multiplexers: 21 / 21
flip-flops: 133 / 133
buffers and inverters: 41 / 95
XOR/XNOR: 16 / 16
AND-OR/OR-AND: 130 / 130
adder cells (fa/ha/maj): 18 / 18
AND/OR/NAND/NOR: 223 / 223
[per-layer routing]
layer | GRT usage | vias up | wire length, um
li1 | - | 2182 | -
met1 | 0.253 | 1962 | 5640
met2 | 0.261 | 91 | 5650
met3 | 0.0519 | 8 | 644
met4 | 0.0251 | 0 | 133
met5 | 0 | - | 0
[sequential cells by signal, summed over array words and instances, names as in the netlist, 3 cells and up]
name	cells
control.reg_sel1	3
control.state	8
data.REGFILE.m	64
data.regA.ALU_out1	8
data.regB.ALU_out1	8
data.regC.ALU_out1	16
data.status.ALU_out1	3
instruction_reg.ALU_out1	16
[power breakdown]
part | switching [mW] | leakage, nW | total [mW] | internal, mW
Clock | 0.237 | 0.259 | 0.632 | 0.394
Combinational | 0.0611 | 1.23 | 0.110 | 0.0484
Sequential | 0.00598 | 1.26 | 0.627 | 0.621
[cell type report]
cell class | instances | area, sq um
clock inverters | 14 | 135
well taps | 184 | 230
flip-flops and latches | 133 | 3300
multi-input cells | 408 | 2640
inverters | 12 | 45.0
clock buffers | 18 | 429
repair buffers | 51 | 480
fillers | 1255 | 7430
Power is estimated from default activity; no workload was simulated.
